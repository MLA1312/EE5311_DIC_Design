===== /design/flow/design.v =====
module cba
(
  output logic [15:0] S,
  output logic Cout,
  input logic Cin,
  input logic [15:0] A,
  input logic [15:0] B,
  input logic clk
);
logic [15:0] Aq ;
wire net10 ;
wire net11 ;
wire net12 ;
wire net13 ;
wire net14 ;
wire net15 ;
wire net16 ;
wire net17 ;
wire net18 ;
wire net19 ;
wire net20 ;
wire net21 ;
wire net22 ;
wire net23 ;
logic [15:0] Bq ;
logic Cinq ;
logic S10 ;
logic S11 ;
logic S12 ;
logic S13 ;
logic S14 ;
logic S15 ;
logic A0 ;
logic A1 ;
logic A2 ;
logic A3 ;
logic A4 ;
logic A5 ;
logic A6 ;
logic A7 ;
logic A8 ;
logic A9 ;
logic B0 ;
logic B1 ;
logic B2 ;
logic B3 ;
logic B4 ;
logic B5 ;
logic B6 ;
logic B7 ;
logic B8 ;
logic B9 ;
logic CO ;
logic S0 ;
logic S1 ;
logic S2 ;
logic S3 ;
logic S4 ;
logic S5 ;
logic S6 ;
logic S7 ;
logic S8 ;
logic S9 ;
logic [15:0] SO ;
logic A10 ;
logic A11 ;
logic A12 ;
logic A13 ;
logic A14 ;
logic A15 ;
logic B10 ;
logic B11 ;
logic B12 ;
logic B13 ;
logic B14 ;
logic B15 ;
wire net1 ;
wire net2 ;
wire net3 ;
wire net4 ;
wire net5 ;
wire net6 ;
wire net7 ;
wire net8 ;
wire net9 ;
fa
x1 ( 
 .S( S0 ),
 .A( B0 ),
 .B( A0 ),
 .Cout( net1 ),
 .Cin( Cinq )
);
fa
x2 ( 
 .S( S1 ),
 .A( B1 ),
 .B( A1 ),
 .Cout( net3 ),
 .Cin( net1 )
);
fa
x3 ( 
 .S( S2 ),
 .A( B2 ),
 .B( A2 ),
 .Cout( net2 ),
 .Cin( net3 )
);
fa
x4 ( 
 .S( S3 ),
 .A( B3 ),
 .B( A3 ),
 .Cout( net4 ),
 .Cin( net2 )
);
mux
x5 ( 
 .A0( net4 ),
 .Y( net10 ),
 .A1( Cinq ),
 .S( net5 )
);
bypass
x6 ( 
 .A0( A0 ),
 .Y( net5 ),
 .B0( B0 ),
 .A1( A1 ),
 .B1( B1 ),
 .A2( A2 ),
 .B2( B2 ),
 .A3( A3 ),
 .B3( B3 )
);
fa
x7 ( 
 .S( S4 ),
 .A( B4 ),
 .B( A4 ),
 .Cout( net6 ),
 .Cin( net10 )
);
fa
x8 ( 
 .S( S5 ),
 .A( B5 ),
 .B( A5 ),
 .Cout( net8 ),
 .Cin( net6 )
);
fa
x9 ( 
 .S( S6 ),
 .A( B6 ),
 .B( A6 ),
 .Cout( net7 ),
 .Cin( net8 )
);
fa
x10 ( 
 .S( S7 ),
 .A( B7 ),
 .B( A7 ),
 .Cout( net9 ),
 .Cin( net7 )
);
mux
x11 ( 
 .A0( net9 ),
 .Y( net16 ),
 .A1( net10 ),
 .S( net11 )
);
bypass
x12 ( 
 .A0( A4 ),
 .Y( net11 ),
 .B0( B4 ),
 .A1( A5 ),
 .B1( B5 ),
 .A2( A6 ),
 .B2( B6 ),
 .A3( A7 ),
 .B3( B7 )
);
fa
x13 ( 
 .S( S8 ),
 .A( B8 ),
 .B( A8 ),
 .Cout( net12 ),
 .Cin( net16 )
);
fa
x14 ( 
 .S( S9 ),
 .A( B9 ),
 .B( A9 ),
 .Cout( net14 ),
 .Cin( net12 )
);
fa
x15 ( 
 .S( S10 ),
 .A( B10 ),
 .B( A10 ),
 .Cout( net13 ),
 .Cin( net14 )
);
fa
x16 ( 
 .S( S11 ),
 .A( B11 ),
 .B( A11 ),
 .Cout( net15 ),
 .Cin( net13 )
);
mux
x17 ( 
 .A0( net15 ),
 .Y( net22 ),
 .A1( net16 ),
 .S( net17 )
);
bypass
x18 ( 
 .A0( A8 ),
 .Y( net17 ),
 .B0( B8 ),
 .A1( A9 ),
 .B1( B9 ),
 .A2( A10 ),
 .B2( B10 ),
 .A3( A11 ),
 .B3( B11 )
);
fa
x19 ( 
 .S( S12 ),
 .A( B12 ),
 .B( A12 ),
 .Cout( net18 ),
 .Cin( net22 )
);
fa
x20 ( 
 .S( S13 ),
 .A( B13 ),
 .B( A13 ),
 .Cout( net20 ),
 .Cin( net18 )
);
fa
x21 ( 
 .S( S14 ),
 .A( B14 ),
 .B( A14 ),
 .Cout( net19 ),
 .Cin( net20 )
);
fa
x22 ( 
 .S( S15 ),
 .A( B15 ),
 .B( A15 ),
 .Cout( net21 ),
 .Cin( net19 )
);
mux
x23 ( 
 .A0( net21 ),
 .Y( CO ),
 .A1( net22 ),
 .S( net23 )
);
bypass
x24 ( 
 .A0( A12 ),
 .Y( net23 ),
 .B0( B12 ),
 .A1( A13 ),
 .B1( B13 ),
 .A2( A14 ),
 .B2( B14 ),
 .A3( A15 ),
 .B3( B15 )
);
assign {A15,A14,A13,A12,A11,A10,A9,A8,A7,A6,A5,A4,A3,A2,A1,A0} = Aq[15:0];
assign {B15,B14,B13,B12,B11,B10,B9,B8,B7,B6,B5,B4,B3,B2,B1,B0} = Bq[15:0];
assign SO[15:0] = {S15,S14,S13,S12,S11,S10,S9,S8,S7,S6,S5,S4,S3,S2,S1,S0};
always @(posedge clk) begin
Aq <= A;
Bq <= B;
Cinq <= Cin;
S <= SO;
Cout <= CO;
end
endmodule
module fa
(
  output wire S,
  input wire A,
  input wire B,
  output wire Cout,
  input wire Cin
);
assign S = A ^ B ^ Cin;
assign Cout = (A & B) | (B & Cin) | (A & Cin);
endmodule
module mux
(
  input logic A0,
  output logic Y,
  input logic A1,
  input logic S
);
assign Y = S ? A1:A0;
endmodule
module bypass
(
  input logic A0,
  output wire Y,
  input logic B0,
  input logic A1,
  input logic B1,
  input logic A2,
  input logic B2,
  input logic A3,
  input logic B3
);
assign Y = (A0 ^ B0) & (A1 ^ B1) & (A2 ^ B2) & (A3 ^ B3);
endmodule

===== /design/flow/run.sh =====
#!/bin/bash
# OpenROAD 26Q1-2900-gdf79404cd8, Yosys 0.63+post, stock flow scripts
make -C /OpenROAD-flow-scripts/flow DESIGN_CONFIG=/design/flow/config.mk WORK_HOME=/design/flow/orfs finish

===== /design/flow/config.mk =====
export PLATFORM = sky130hd
export DESIGN_NAME = cba
export DESIGN_NICKNAME = cba
export VERILOG_FILES = /design/flow/design.v
export SDC_FILE = /design/flow/constraint.sdc
export NUM_CORES = 4
export LEC_CHECK = 1
export CORE_UTILIZATION = 30

===== /design/flow/constraint.sdc =====
current_design cba

set clk_period 4.7
set clk_io_pct 0.2

create_clock -name clk0 -period $clk_period [get_ports {clk}]

set non_clock_inputs [all_inputs -no_clocks]
set_input_delay [expr $clk_period * $clk_io_pct] -clock clk0 $non_clock_inputs
set_output_delay [expr $clk_period * $clk_io_pct] -clock clk0 [all_outputs]

==> metrics.csv <==
metric,value,unit
status,"complete, but fails checks",
violated checks,negative setup slack,
total I/O pin count,51,
Worst R2R Path Depth,25,
Initial DRC Count,28,
Synth warnings,1,
worst slew pin tran,0.183,ns
Final Max Tran Viols,0,
critical path type,register to register,
crit path DAT,6.87,ns
Crit. End Element,register,
Seq cells post-synth,50,
Syn Area/Cell,15.7,um2
Latency at later pin,0.29,ns
max_cap viols,0,
critical path's top delay family,adder cells,
post-synthesis cell count,105,
fp util,31.6,%
hold endpoint,S[4],
DR vias,909,
reg-to-reg endpoint,S[15],
HP Start,Bq[4],
Static Leak,1.00,nW
# H-tree levels,2,
Cell Pwr Density,359,mW/mm2
WP buf/inv,4,
Post-Synth XOR/XNOR Area,0,%
core footprint,0.00520,mm2
final hold vios,0,
HP Class,register to register,
die height,76.0,um
skew final,0.00711,ns
worst-path maximum fanout,2,
Synth Cell Area,0.00164,mm2
Final ANT Viol Nets,0,
RSZ-0062 raised after global routing,yes,
Diodes inserted,0,
fin cells,240,
TritonCTS Buffers,5,
vias in the first global route,957,
area share of fa/ha/maj cells after synthesis,31.7,%
Worst-path clk slew,0.08,ns
overall power,0.000871,W
"Seq share, synth",60.9,%
drt wl/cell,10.4,um
highest-count logic cell in the final layout,clkdlybuf4s50_1,
count of tool warnings,44,
Yosys Chip Area,0.00164,mm2
WL final,2480,um
FP Rows,26,
die width,76.0,um
"slowest stage cell, crit path",fa_1,
Complex Gates by Area,1.83,%
largest net degree at the start of global routing,15,
peak supply drop,0.000172,V
Tmin final,6.64,ns
First-pass DRT Iterations,2,
clk sinks,50,
Worst EP required,4.94,ns
fmax,0.151,GHz
Placed Cells,230,
Synth mux share,0.913,%
first-pass GRT wire length,4170,um
count of different cell masters after synthesis,12,
ys cells,105,
CTS Hold Buffers Added,0,
DRC,0,
Hold Crit Depth,1,
total gr overflow,0,
DP HPWL,2040,um
layout cells sized above 1,23.5,%
fin crit share,141,%
Vias/cell,3.79,
Layout area overhead,47.6,%
Critical R2R Launch,Aq[0],
IO Port Bufs,50,
FF-to-FF setup slack,-1.94,ns
CP most frequent cell,fa_2,
Total GRT Usage,9.41,%
root buf cell,clkbuf_8,
yosys simple share,2.66,%
element type at the critical path start,register,
CTS max path bufs,2,
initial antenna violation count,0,
most common logic cells in the final layout,"clkdlybuf4s50_1, dfxtp_1, ha_1, fa_2, buf_4",
fin util,46.6,%
DIE AREA,0.00578,mm2
worst setup margin,-1.94,ns
biggest cell delay along the critical path,0.39,ns
# fillers,478,
Slew HR,87.8,%
GP Congestion,0.780,
Main logic family,adder cells,
final setup fails,7,
CTS tree,yes,
## cell type report
cell class                      instances  area, um2  area share (%)
Clock buffer                            7       86.3            3.56
Clock inverter                          1       5.00           0.206
Inverter                                9       33.8            1.39
Multi-Input combinational cell         46        657            27.1
Sequential cell                        50       1000            41.4
Tap cell                               70       87.6            3.61
Timing Repair Buffer                   57        553            22.8
## synthesized netlist by cell type
master | n | area share, %
a21oi_1 | 1 | 0.30
a22oi_1 | 1 | 0.46
a41oi_1 | 1 | 0.53
dfxtp_1 | 50 | 61
fa_1 | 16 | 19
ha_1 | 16 | 12
inv_1 | 9 | 2.1
mux2_4 | 1 | 0.91
nand2_1 | 2 | 0.46
nand4_1 | 4 | 1.5
nor2_1 | 3 | 0.68
o21ai_2 | 1 | 0.53
## registers in the layout, indices dropped and copies added, names as in the netlist
name	flops
Cinq	1
Aq	16
S	16
Bq	16
Cout	1
## metal layers
metal / up-vias / wire [um] / global-route usage (%)
met1: 427 / 1080 / 13.9
met3: 6 / 120 / 2.19
met5: - / 0 / 0
met4: 0 / 55 / 1.73
met2: 24 / 1230 / 14.9
li1: 452 / - / -
## how the worst max path moves through the flow
| stage | end | cells after the start | start | slack [ns] |
|---|---|---|---|---|
| CTS | S[15] | 25 | Aq[0] | -1.97 |
| global route | S[15] | 25 | Aq[0] | -2.13 |
| finish | S[15] | 25 | Aq[0] | -1.94 |
## cells by family (layout without fill, tap and decap cells)
logic type,Yosys count,after routing
adder cells (fa/ha/maj),32,32
buffers and inverters,9,74
AND-OR/OR-AND,4,4
multiplexers,1,1
flip-flops,50,50
AND/OR/NAND/NOR,9,9
## stage by stage
step,hold WS [ns],setup slack (ns),instance area (um2),setup TNS (ns)
after CTS,0.594,-1.97,2420,-8.27
after floorplan,0.560,-1.75,1690,-6.89
after detailed placement,0.574,-1.98,2310,-8.27
after global routing,0.617,-2.13,2430,-9.25
final,0.590,-1.94,2430,-8.09
after global placement,0.571,-1.93,2310,-8.10
## power breakdown
group / internal [W] / total [W] / switching (W)
clock network: 0.000119 / 0.000242 / 0.000123
logic: 0.000103 / 0.000137 / 0.0000341
registers: 0.000470 / 0.000492 / 0.0000215
## what timing repair did
action / 4_1_cts / 5_1_grt
setup buffers: 1 / 1
resized: 7 / 1
hold endpoints to repair: 0 / 0
setup endpoints to repair: 7 / 7
gates cloned: 0 / 0
Power figures rest on the tool's default switching activity, not on a simulated workload.
