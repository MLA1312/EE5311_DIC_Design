File: flow/design.v
module bka
(
  output wire Cout,
  output logic [15:0] S,
  input logic Cin,
  input logic [15:0] A,
  input logic [15:0] B
);
wire net10 ;
wire net11 ;
wire net12 ;
wire net13 ;
wire net14 ;
wire net15 ;
wire net16 ;
wire net17 ;
wire net18 ;
wire net19 ;
wire net20 ;
wire net21 ;
wire net22 ;
wire net23 ;
wire net24 ;
wire net25 ;
wire net26 ;
wire net27 ;
wire net28 ;
wire net29 ;
wire net30 ;
wire net31 ;
wire net32 ;
wire net33 ;
wire net34 ;
wire net35 ;
wire net36 ;
wire net37 ;
wire net38 ;
wire net39 ;
wire net40 ;
wire net41 ;
wire net42 ;
wire net43 ;
wire net44 ;
wire net45 ;
wire net46 ;
wire net47 ;
wire net48 ;
wire net49 ;
wire net50 ;
wire net51 ;
wire net52 ;
wire net53 ;
wire net54 ;
wire net55 ;
wire net56 ;
wire net57 ;
wire net58 ;
wire net59 ;
wire net60 ;
wire net61 ;
wire net62 ;
wire net63 ;
wire net64 ;
wire net65 ;
wire net66 ;
wire net67 ;
wire net68 ;
wire net69 ;
wire net70 ;
wire net71 ;
wire net72 ;
wire net73 ;
wire net74 ;
wire net75 ;
wire net76 ;
wire net77 ;
wire net78 ;
wire net79 ;
wire net80 ;
wire net81 ;
wire net82 ;
wire net83 ;
wire net84 ;
wire net85 ;
wire net86 ;
wire net87 ;
wire net88 ;
wire net89 ;
wire net90 ;
wire net91 ;
wire net92 ;
wire net93 ;
wire net94 ;
wire net95 ;
wire net96 ;
wire net97 ;
wire net98 ;
wire net99 ;
logic P10 ;
logic P11 ;
logic P12 ;
logic P13 ;
logic P14 ;
logic P15 ;
logic S10 ;
logic S11 ;
logic S12 ;
logic S13 ;
logic S14 ;
logic S15 ;
logic A0 ;
logic A1 ;
logic A2 ;
logic A3 ;
logic A4 ;
logic A5 ;
logic A6 ;
logic A7 ;
logic A8 ;
logic A9 ;
logic B0 ;
logic B1 ;
logic B2 ;
logic B3 ;
logic B4 ;
logic B5 ;
logic B6 ;
logic B7 ;
logic B8 ;
logic B9 ;
logic P0 ;
logic P1 ;
logic P2 ;
logic P3 ;
logic P4 ;
logic P5 ;
logic P6 ;
logic P7 ;
logic P8 ;
logic P9 ;
logic S0 ;
logic S1 ;
logic S2 ;
logic S3 ;
logic S4 ;
logic S5 ;
logic S6 ;
logic S7 ;
logic S8 ;
logic S9 ;
logic A10 ;
logic A11 ;
logic A12 ;
logic A13 ;
logic A14 ;
logic A15 ;
logic zer ;
logic B10 ;
logic B11 ;
logic B12 ;
logic B13 ;
logic B14 ;
logic B15 ;
wire net1 ;
wire net2 ;
wire net3 ;
wire net4 ;
wire net5 ;
wire net6 ;
wire net7 ;
wire net8 ;
wire net9 ;
wire net100 ;
wire net101 ;
wire net102 ;
wire net103 ;
wire net104 ;
wire net105 ;
wire net106 ;
wire net107 ;
wire net108 ;
wire net109 ;
wire net110 ;
wire net111 ;
prep
x5 ( 
 .A( A3 ),
 .P( P3 ),
 .G( net3 ),
 .B( B3 )
);
prep
x6 ( 
 .A( A2 ),
 .P( P2 ),
 .G( net4 ),
 .B( B2 )
);
prep
x7 ( 
 .A( A1 ),
 .P( P1 ),
 .G( net2 ),
 .B( B1 )
);
prep
x8 ( 
 .A( A0 ),
 .P( P0 ),
 .G( net1 ),
 .B( B0 )
);
pro
x17 ( 
 .P1( P0 ),
 .G1( net1 ),
 .G2( net2 ),
 .P2( P1 ),
 .P( net8 ),
 .G( net7 )
);
pro
x18 ( 
 .P1( P2 ),
 .G1( net4 ),
 .G2( net3 ),
 .P2( P3 ),
 .P( net6 ),
 .G( net5 )
);
pro
x19 ( 
 .P1( net7 ),
 .G1( net7 ),
 .G2( net4 ),
 .P2( P2 ),
 .P( net80 ),
 .G( net79 )
);
pro
x20 ( 
 .P1( net8 ),
 .G1( net7 ),
 .G2( net5 ),
 .P2( net6 ),
 .P( net18 ),
 .G( net17 )
);
pro
x21 ( 
 .P1( net18 ),
 .G1( net17 ),
 .G2( net9 ),
 .P2( P4 ),
 .P( net78 ),
 .G( net77 )
);
pro
x22 ( 
 .P1( net18 ),
 .G1( net17 ),
 .G2( net15 ),
 .P2( net16 ),
 .P( net76 ),
 .G( net75 )
);
pro
x23 ( 
 .P1( net18 ),
 .G1( net17 ),
 .G2( net21 ),
 .P2( net22 ),
 .P( net74 ),
 .G( net73 )
);
pro
x24 ( 
 .P1( net18 ),
 .G1( net17 ),
 .G2( net19 ),
 .P2( net20 ),
 .P( net56 ),
 .G( net55 )
);
prep
x1 ( 
 .A( A7 ),
 .P( P7 ),
 .G( net11 ),
 .B( B7 )
);
prep
x2 ( 
 .A( A6 ),
 .P( P6 ),
 .G( net12 ),
 .B( B6 )
);
prep
x3 ( 
 .A( A5 ),
 .P( P5 ),
 .G( net10 ),
 .B( B5 )
);
prep
x4 ( 
 .A( A4 ),
 .P( P4 ),
 .G( net9 ),
 .B( B4 )
);
pro
x25 ( 
 .P1( P4 ),
 .G1( net9 ),
 .G2( net10 ),
 .P2( P5 ),
 .P( net16 ),
 .G( net15 )
);
pro
x26 ( 
 .P1( P6 ),
 .G1( net12 ),
 .G2( net11 ),
 .P2( P7 ),
 .P( net14 ),
 .G( net13 )
);
pro
x27 ( 
 .P1( net15 ),
 .G1( net15 ),
 .G2( net12 ),
 .P2( P6 ),
 .P( net22 ),
 .G( net21 )
);
pro
x28 ( 
 .P1( net16 ),
 .G1( net15 ),
 .G2( net13 ),
 .P2( net14 ),
 .P( net20 ),
 .G( net19 )
);
prep
x9 ( 
 .A( A11 ),
 .P( P11 ),
 .G( net25 ),
 .B( B11 )
);
prep
x10 ( 
 .A( A10 ),
 .P( P10 ),
 .G( net26 ),
 .B( B10 )
);
prep
x11 ( 
 .A( A9 ),
 .P( P9 ),
 .G( net24 ),
 .B( B9 )
);
prep
x12 ( 
 .A( A8 ),
 .P( P8 ),
 .G( net23 ),
 .B( B8 )
);
pro
x13 ( 
 .P1( P8 ),
 .G1( net23 ),
 .G2( net24 ),
 .P2( P9 ),
 .P( net30 ),
 .G( net29 )
);
pro
x14 ( 
 .P1( P10 ),
 .G1( net26 ),
 .G2( net25 ),
 .P2( P11 ),
 .P( net28 ),
 .G( net27 )
);
pro
x15 ( 
 .P1( net29 ),
 .G1( net29 ),
 .G2( net26 ),
 .P2( P10 ),
 .P( net54 ),
 .G( net53 )
);
pro
x16 ( 
 .P1( net30 ),
 .G1( net29 ),
 .G2( net27 ),
 .P2( net28 ),
 .P( net40 ),
 .G( net39 )
);
pro
x29 ( 
 .P1( net40 ),
 .G1( net39 ),
 .G2( net31 ),
 .P2( P12 ),
 .P( net52 ),
 .G( net51 )
);
pro
x30 ( 
 .P1( net40 ),
 .G1( net39 ),
 .G2( net37 ),
 .P2( net38 ),
 .P( net50 ),
 .G( net49 )
);
pro
x31 ( 
 .P1( net40 ),
 .G1( net39 ),
 .G2( net43 ),
 .P2( net44 ),
 .P( net48 ),
 .G( net47 )
);
pro
x32 ( 
 .P1( net40 ),
 .G1( net39 ),
 .G2( net41 ),
 .P2( net42 ),
 .P( net46 ),
 .G( net45 )
);
prep
x33 ( 
 .A( A15 ),
 .P( P15 ),
 .G( net33 ),
 .B( B15 )
);
prep
x34 ( 
 .A( A14 ),
 .P( P14 ),
 .G( net34 ),
 .B( B14 )
);
prep
x35 ( 
 .A( A13 ),
 .P( P13 ),
 .G( net32 ),
 .B( B13 )
);
prep
x36 ( 
 .A( A12 ),
 .P( P12 ),
 .G( net31 ),
 .B( B12 )
);
pro
x37 ( 
 .P1( P12 ),
 .G1( net31 ),
 .G2( net32 ),
 .P2( P13 ),
 .P( net38 ),
 .G( net37 )
);
pro
x38 ( 
 .P1( P14 ),
 .G1( net34 ),
 .G2( net33 ),
 .P2( P15 ),
 .P( net36 ),
 .G( net35 )
);
pro
x39 ( 
 .P1( net37 ),
 .G1( net37 ),
 .G2( net34 ),
 .P2( P14 ),
 .P( net44 ),
 .G( net43 )
);
pro
x40 ( 
 .P1( net38 ),
 .G1( net37 ),
 .G2( net35 ),
 .P2( net36 ),
 .P( net42 ),
 .G( net41 )
);
pro
x41 ( 
 .P1( net56 ),
 .G1( net55 ),
 .G2( net45 ),
 .P2( net46 ),
 .P( net58 ),
 .G( net57 )
);
pro
x42 ( 
 .P1( net56 ),
 .G1( net55 ),
 .G2( net47 ),
 .P2( net48 ),
 .P( net60 ),
 .G( net59 )
);
pro
x43 ( 
 .P1( net56 ),
 .G1( net55 ),
 .G2( net49 ),
 .P2( net50 ),
 .P( net62 ),
 .G( net61 )
);
pro
x44 ( 
 .P1( net56 ),
 .G1( net55 ),
 .G2( net51 ),
 .P2( net52 ),
 .P( net64 ),
 .G( net63 )
);
pro
x45 ( 
 .P1( net56 ),
 .G1( net55 ),
 .G2( net39 ),
 .P2( net40 ),
 .P( net66 ),
 .G( net65 )
);
pro
x46 ( 
 .P1( net56 ),
 .G1( net55 ),
 .G2( net53 ),
 .P2( net54 ),
 .P( net68 ),
 .G( net67 )
);
pro
x47 ( 
 .P1( net56 ),
 .G1( net55 ),
 .G2( net29 ),
 .P2( net30 ),
 .P( net70 ),
 .G( net69 )
);
pro
x48 ( 
 .P1( net56 ),
 .G1( net55 ),
 .G2( net23 ),
 .P2( P8 ),
 .P( net72 ),
 .G( net71 )
);
pro
x49 ( 
 .P1( zer ),
 .G1( Cin ),
 .G2( net57 ),
 .P2( net58 ),
 .P( net96 ),
 .G( Cout )
);
pro
x50 ( 
 .P1( zer ),
 .G1( Cin ),
 .G2( net59 ),
 .P2( net60 ),
 .P( net97 ),
 .G( net81 )
);
pro
x51 ( 
 .P1( zer ),
 .G1( Cin ),
 .G2( net61 ),
 .P2( net62 ),
 .P( net98 ),
 .G( net82 )
);
pro
x52 ( 
 .P1( zer ),
 .G1( Cin ),
 .G2( net63 ),
 .P2( net64 ),
 .P( net99 ),
 .G( net83 )
);
pro
x53 ( 
 .P1( zer ),
 .G1( Cin ),
 .G2( net65 ),
 .P2( net66 ),
 .P( net100 ),
 .G( net84 )
);
pro
x54 ( 
 .P1( zer ),
 .G1( Cin ),
 .G2( net67 ),
 .P2( net68 ),
 .P( net101 ),
 .G( net85 )
);
pro
x55 ( 
 .P1( zer ),
 .G1( Cin ),
 .G2( net69 ),
 .P2( net70 ),
 .P( net102 ),
 .G( net86 )
);
pro
x56 ( 
 .P1( zer ),
 .G1( Cin ),
 .G2( net71 ),
 .P2( net72 ),
 .P( net103 ),
 .G( net87 )
);
pro
x57 ( 
 .P1( zer ),
 .G1( Cin ),
 .G2( net55 ),
 .P2( net56 ),
 .P( net104 ),
 .G( net88 )
);
pro
x58 ( 
 .P1( zer ),
 .G1( Cin ),
 .G2( net73 ),
 .P2( net74 ),
 .P( net105 ),
 .G( net89 )
);
pro
x59 ( 
 .P1( zer ),
 .G1( Cin ),
 .G2( net75 ),
 .P2( net76 ),
 .P( net106 ),
 .G( net90 )
);
pro
x60 ( 
 .P1( zer ),
 .G1( Cin ),
 .G2( net77 ),
 .P2( net78 ),
 .P( net107 ),
 .G( net91 )
);
pro
x61 ( 
 .P1( zer ),
 .G1( Cin ),
 .G2( net17 ),
 .P2( net18 ),
 .P( net108 ),
 .G( net92 )
);
pro
x62 ( 
 .P1( zer ),
 .G1( Cin ),
 .G2( net79 ),
 .P2( net80 ),
 .P( net109 ),
 .G( net93 )
);
pro
x63 ( 
 .P1( zer ),
 .G1( Cin ),
 .G2( net7 ),
 .P2( net8 ),
 .P( net110 ),
 .G( net94 )
);
pro
x64 ( 
 .P1( zer ),
 .G1( Cin ),
 .G2( net1 ),
 .P2( P0 ),
 .P( net111 ),
 .G( net95 )
);
post
x65 ( 
 .Pi( P15 ),
 .Si( S15 ),
 .Ci( net81 )
);
post
x66 ( 
 .Pi( P14 ),
 .Si( S14 ),
 .Ci( net82 )
);
post
x67 ( 
 .Pi( P13 ),
 .Si( S13 ),
 .Ci( net83 )
);
post
x68 ( 
 .Pi( P12 ),
 .Si( S12 ),
 .Ci( net84 )
);
post
x69 ( 
 .Pi( P11 ),
 .Si( S11 ),
 .Ci( net85 )
);
post
x70 ( 
 .Pi( P10 ),
 .Si( S10 ),
 .Ci( net86 )
);
post
x71 ( 
 .Pi( P9 ),
 .Si( S9 ),
 .Ci( net87 )
);
post
x72 ( 
 .Pi( P8 ),
 .Si( S8 ),
 .Ci( net88 )
);
post
x73 ( 
 .Pi( P7 ),
 .Si( S7 ),
 .Ci( net89 )
);
post
x74 ( 
 .Pi( P6 ),
 .Si( S6 ),
 .Ci( net90 )
);
post
x75 ( 
 .Pi( P5 ),
 .Si( S5 ),
 .Ci( net91 )
);
post
x76 ( 
 .Pi( P4 ),
 .Si( S4 ),
 .Ci( net92 )
);
post
x77 ( 
 .Pi( P3 ),
 .Si( S3 ),
 .Ci( net93 )
);
post
x78 ( 
 .Pi( P2 ),
 .Si( S2 ),
 .Ci( net94 )
);
post
x79 ( 
 .Pi( P1 ),
 .Si( S1 ),
 .Ci( net95 )
);
post
x80 ( 
 .Pi( P0 ),
 .Si( S0 ),
 .Ci( Cin )
);
assign {A15,A14,A13,A12,A11,A10,A9,A8,A7,A6,A5,A4,A3,A2,A1,A0} = A[15:0];
assign {B15,B14,B13,B12,B11,B10,B9,B8,B7,B6,B5,B4,B3,B2,B1,B0} = B[15:0];
assign S[15:0] = {S15,S14,S13,S12,S11,S10,S9,S8,S7,S6,S5,S4,S3,S2,S1,S0};
assign zer = 0;
endmodule
module prep
(
  input logic A,
  output logic P,
  output logic G,
  input logic B
);
assign P = A ^ B;
assign G = A & B;
endmodule
module pro
(
  input logic P1,
  input logic G1,
  input logic G2,
  input logic P2,
  output logic P,
  output logic G
);
assign P = P1 & P2;
assign G = G2 + (P1 & G1);
endmodule
module post
(
  input logic Pi,
  output logic Si,
  input logic Ci
);
assign Si = Pi ^ Ci;
endmodule
File: flow/run.sh
#!/bin/bash
# OpenROAD 26Q1-2900-gdf79404cd8, Yosys 0.63+post, stock flow scripts
make -C /OpenROAD-flow-scripts/flow DESIGN_CONFIG=/design/flow/config.mk WORK_HOME=/design/flow/orfs finish
File: flow/config.mk
export PLATFORM = sky130hd
export DESIGN_NAME = bka
export DESIGN_NICKNAME = bka
export VERILOG_FILES = /design/flow/design.v
export SDC_FILE = /design/flow/constraint.sdc
export NUM_CORES = 4
export LEC_CHECK = 1
export CORE_AREA = 10 10 70 70
export DIE_AREA = 0 0 80 80
File: flow/constraint.sdc
current_design bka

set clk_period 1.1
set clk_io_pct 0.2

create_clock -name clk0 -period $clk_period

set non_clock_inputs [all_inputs -no_clocks]
set_input_delay [expr $clk_period * $clk_io_pct] -clock clk0 $non_clock_inputs
set_output_delay [expr $clk_period * $clk_io_pct] -clock clk0 [all_outputs]
==> flow_summary.toml <==
# flow metrics
[setup_path]
worst_setup_path_startpoint = "A[2]"
worstPathMaxFanout = 4
worst_setup_path_endpoint = "S[13]"
worstSetupStartpointType = "primary input"
timing.critical_path.required_ps = 880
arrival_ps = 1940
endpoint_kind = "output pin"
criticalPathCategory = "primary input to output pin"

[power]
vdd_ir_drop_max_mv = 0.284
switching_share_pct = 35.5
power.clock.fraction_pct = 0
comb_power_share_pct = 100.0
power.share.sequential_pct = 0
p_per_area_nw_per_um2 = 551
leakage_uw = 0.000783
cell_internal_power_uw = 640
netSwitchingPower_uw = 353

[die]
die_height_um = 80
core_area_um2 = 3420
initial_utilization_pct = 23.7
rows = 21
chipArea_um2 = 6400
die_x_um = 80
io-pin-count = 50

[logic_synthesis]
post_synth_main_area_contributors = "xnor2_1 (36%), ha_1 (25%), buf_4 (15%)"
top_cell_area_share_pct = 35.7
ys_warn_count = 0
post_synth_inst_count = 89
ys_cells = 89
post_synth.cell_area_avg_um2 = 9.10
synthDistinctLibCells = 11
yosysChipArea_um2 = 810
ys_seq_share_pct = 0
synth_area_um2 = 810
synth_area_leader_cell = "xnor2_1"

[global_route]
initial_antenna_violation_count = 0
first_pass_grt_wire_length_um = 3980
grt_max_degree = 5
globalRoute.totalOverflow = 0
grt_pass1_vias = 897
grtUsageTotal_pct = 7.38

[final_timing]
setup-tns-final_ps = -12310
setup_ws_ps = -1060
post-route-min-period_ps = 2160
tightestPinTransition_ps = 361
max_freq_ghz = 0.464
report.final.setup_viol = 17
slew_viols_final = 0
finalClockPeriodUsage_pct = 196
max-slew-margin-rel_pct = 75.8
report.final.hold_viol_count = 0
rsz0062_at_grt = "true"

[flow_run]
drv.max_cap_violation_count = 0
warnings = 35

[outcome]
violated_checks = "negative setup slack"
result_of_the_run = "finished, violations left"

[min_path]
min-delay-path-class = "primary input to output pin"

[layout]
clock_buffer_count = 0
layout-area-overhead-vs-synth_pct = 123
sequential_cell_total = 0
final_layout_size_suffix_gt1_share_pct = 64.7
final_core_occ_pct = 52.7
ff_latch_area_um2 = 0

[placed_design]
gp_congestion = 0.759
dp_hpwl_um = 1920
port_buffers = 50

[detailed_routing]
ant_diodes = 0
ant_nets = 0
routed_via_density = 3.96
via_count = 799
wire_per_inst_um = 12.0
drt_drc_violations_left = 0
drt-pass1-iter-count = 2
routed_wl_um = 2430
detailedRoute.firstIterationViolations = 3

[clocking]
ctsHoldBuffers = 0
==> critical path: stages <==
cell	delay, ps
buf_6	90
ha_4	260
nand2_2	50
xnor3_2	400
xnor2_2	170
nor3_4	200
buf_12	140
buf_8	100
buf_6	90
xnor2_2	100
buf_2	110
==> metal layers <==
metal  routed length (um)  track usage [%]
met1                 1160             10.3
met4                    0                0
met3                  232             2.39
met5                    0                0
met2                 1030             11.6
==> layout make-up <==
class                      count  area (um^2)
fill                         295         1610
multi-input combinational     73          998
tap                           46         57.6
timing repair buffer          83          746
==> logic make-up (layout without fill, tap and decap cells) <==
kind of cell / after synthesis / count (layout) / synth area share, %
XOR/XNOR: 43 / 43 / 50.2
adder cells (fa/ha/maj): 16 / 16 / 24.7
buffers and inverters: 16 / 83 / 14.8
AND/OR/NAND/NOR: 14 / 14 / 10.2
==> power by group through the flow <==
stage	clock network (uW)	registers, uW	logic (uW)
finish	0	0	993
global route	0	0	1090
CTS	0	0	936
==> layout by cell type, fill, tap and decap left out <==
master / n
clkdlybuf4s50_1: 16
nor3_4: 1
nor2_4: 2
nand3_2: 2
xor2_1: 6
dlymetal6s2s_1: 1
buf_2: 20
nand4_1: 3
nand3_1: 2
ha_2: 1
xnor2_4: 2
ha_1: 6
xnor3_2: 2
nand2_2: 2
buf_6: 24
buf_12: 2
xnor2_2: 14
xnor2_1: 17
ha_4: 9
nand2_1: 2
xor2_4: 1
xor2_2: 1
clkdlybuf4s15_1: 2
buf_4: 17
buf_8: 1
==> metrics by stage <==
stage / hold slack (ps) / total power, uW / worst slack, ps / cells / cell area [um^2]
after global placement: 1380 / 886 / -1680 / 189 / 1450
after detailed placement: 1370 / 886 / -1680 / 189 / 1450
final: 719 / 993 / -1060 / 202 / 1800
after CTS: 894 / 936 / -1090 / 200 / 1690
after global routing: 739 / 1090 / -1120 / 202 / 1800
after floorplan: 589 / 536 / -857 / 89 / 847
==> cells in the mapped netlist <==
| library cell | n |
|---|---|
| ha_1 | 16 |
| nor2_1 | 2 |
| xor2_1 | 8 |
| nand3_1 | 3 |
| nor3_4 | 1 |
| buf_4 | 16 |
| nand2_1 | 4 |
| xnor2_1 | 33 |
| xnor3_2 | 2 |
| nand4_1 | 3 |
| nand3_2 | 1 |
==> worst min path at each step <==
stage / startpoint / endpoint / slack, ps / depth (start not counted)
4_1_cts: A[2] / S[2] / 890 / 5
5_1_grt: Cin / S[0] / 740 / 3
6_report: Cin / S[0] / 720 / 3
==> repair_timing <==
item	CTS	global route
pin swaps	33	21
setup buffers	11	5
gates resized	149	29
endpoints found under the setup margin	17	17
Power and IR drop assume default switching activity.
